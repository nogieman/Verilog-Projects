**run.sh**
```bash
#!/bin/bash
# OpenROAD 26Q1-2900-gdf79404cd8, Yosys 0.63+post, stock flow scripts
make -C /OpenROAD-flow-scripts/flow DESIGN_CONFIG=/design/flow/config.mk WORK_HOME=/design/flow/orfs finish
```
**config.mk**
```make
export PLATFORM = sky130hd
export DESIGN_NAME = ALU_4_bit
export DESIGN_NICKNAME = ALU_4_bit
export VERILOG_FILES = /design/flow/design.v
export SDC_FILE = /design/flow/constraint.sdc
export NUM_CORES = 4
export LEC_CHECK = 1
export CORE_AREA = 10 10 100 100
export DIE_AREA = 0 0 110 110
```
**constraint.sdc**
```tcl
current_design ALU_4_bit

set clk_period 5.6
set clk_io_pct 0.2

create_clock -name clk0 -period $clk_period

set non_clock_inputs [all_inputs -no_clocks]
set_input_delay [expr $clk_period * $clk_io_pct] -clock clk0 $non_clock_inputs
set_output_delay [expr $clk_period * $clk_io_pct] -clock clk0 [all_outputs]
```
**design.v**
```verilog
`timescale 1ns / 1ps
module ALU_4_bit(
    input [2:0] s,
    input [3:0] a,b,
    output reg [7:0] out
    );
    always@(*)
    case(s)
        3'b000: out <= a + b;
        3'b001: out <= a - b;
        3'b010: out <= a * b;
        3'b011: out <= a / b;
        3'b100: out <= a & b;
        3'b101: out <= a ^ b;
        3'b110: out <= a | b;
        3'b111: out <= a << b;
        endcase
endmodule
module ALU_tb;
reg [2:0] s;
reg [3:0] a,b;
wire [7:0] out;
integer i=0;
ALU_4_bit al(s,a,b,out);
initial begin
a = 15; b = 9; s =0;
for(i=0; i<8; i=i+1)
    #5 s = i;
end
endmodule
```
==> results.ini <==
[status]
status=finished with violations
violations=setup timing

[floorplanning]
initial_core_util=0.3186
die_h_um=110
num_io_pins=19
die-area_sq_um=12100
core_sq_um=7807
num_rows=32
chipWidth_um=110

[synthesis]
avgSynthCellArea_sq_um=7.515
ys_seq_share=0
syn_area_sq_um=2487
ys_cells=331
yosys-top-cells-count=ha_1 (54), nor2_1 (32), inv_1 (29)
yosysUniqueCellTypes=60
top_cell=ha_1
ys_area_sq_um=2487
synthesis.instances=331
topCellsByArea=ha_1 (27%), fa_1 (4.8%), nor2_1 (4.8%), o21ai_0 (4.6%), a21oi_1 (4.4%)
top_cell_area_share=0.2716
yosysTopAreaCell=ha_1
yosysWarnings=1

[setup_path]
critPathKind=primary input to primary output
end_kind=primary output
cp-start-kind=primary input
path_common_cell=o21a_1
slowest_delay_ns=0.36
cp_data_required_time_ns=4.48
critPathSlowestCell=mux2_4
worstPathArrival_ns=8.29
path_max_fanout=4

[timing]
drv_slew=0
grt_setup_unrepaired=true
finalHoldViolations=0
setup_viol=4
relSlewSlack=0.5841
tightest_slew_ns=0.6182
fmax_ghz=0.1063
worst_slack_ns=-3.809
finalCritPeriodShare=1.680
hold_ws_ns=3.048
period_minus_slack_ns=9.409

[detailed_routing]
drc=0
n_antenna_cell=0
drt-met1-wl_mm=4.160
detail_route.first_pass.iterations=5
dr.max_layer_used=met4
first_iter_violations=200
via_per_inst=5.339
wl_met3_um=547
drt-total-wl_mm=8.513
route.vias.total=3011
wl_met2_mm=3.678
postRouteAntennaNets=0
wire_per_inst_um=15.09

[grt]
grt_pass1_wl_mm=14.10
overflow=0
first_global_vias=2861
grtUsageTotal=0.1415
antenna_found_initial=0
grt_max_degree=14

[final_layout]
syn_to_final_growth_pct=58.50
drive_gt1_frac=0.4048
clock_buffers=0
flop-count=0
final_cells=564
flop_area_sq_um=0

[placed_design]
place_hpwl_mm=6.302
io_buffers=19
placedCellCount=522
place_congestion=0.9558

[min_path]
hp-class=primary input to primary output

[power]
p_leak_nw=1.959
power_density_nw_per_um2=143.3
max-vdd-ir-drop_uv=80.50

[run]
maxCapViolCount=0
tool_warnings=48

[clocking]
cts_hold_buf=0

## layer usage
| layer | GRT usage | vias up |
|---|---|---|
| met5 | 0 | - |
| li1 | - | 1489 |
| met1 | 0.2118 | 1414 |
| met3 | 0.01234 | 14 |
| met2 | 0.2214 | 94 |
| met4 | 0.01859 | 0 |
## worst max-delay path: cells and delay by family
| family | cells | cell delay, ns |
|---|---|---|
| buf+inv | 3 | 0.29 |
| simple gates | 10 | 1.29 |
| fa+ha+maj | 6 | 1.47 |
| mux | 2 | 0.53 |
| compound gates | 23 | 3.61 |
## cells in the final DEF (no fill, tap or decap), types with 3 or more instances in the layout
cell	synthesis	layout
mux2i_1	9	7
clkdlybuf4s50_1	0	5
o21ai_0	23	16
inv_2	0	3
inv_1	29	25
nand3_1	6	5
nor3_1	16	15
dlymetal6s2s_1	0	5
buf_2	2	3
ha_4	0	7
buf_4	0	108
ha_1	54	46
or2_2	4	3
nand2b_1	5	5
conb_1	1	4
a21oi_1	22	17
fa_1	6	5
xor2_1	3	3
o21a_1	8	8
nor2b_1	5	4
o21ai_2	0	5
o2111ai_1	4	3
nand2_1	21	19
a211oi_1	6	4
a21oi_2	1	5
buf_6	2	12
nor2_1	32	30
nor4_1	3	3
xnor2_1	8	8
or3_1	4	4
## area by class of cell
cell class,instances,area (sq um)
fill,678,3865
multi-input combinational,293,2566
timing repair buffer,139,1132
tap,102,127.6
inverter,30,116.4
## through the flow
stage | TNS, ns | instance area, sq um | worst slack (ns) | utilization | power, mW
finish | -8.780 | 3943 | -3.809 | 0.5050 | 0.5650
global route | -9.938 | 3943 | -4.220 | 0.5050 | 0.6201
CTS | -9.021 | 3839 | -3.771 | 0.4917 | 0.5316
detailed placement | -13.70 | 3462 | -4.868 | 0.4434 | 0.4755
global placement | -13.31 | 3462 | -4.658 | 0.4434 | 0.4723
floorplan | -8.897 | 2626 | -4.070 | - | 0.2893
## power by group
group | total, mW | switching, mW | internal, mW
logic | 0.565 | 0.259 | 0.306
clock network | 0 | 0 | 0
registers | 0 | 0 | 0
## worst paths after layout
path / from / end / slack, ns / cells after the start
worst min-delay path: b[1] / out[5] / 3.05 / 6
worst max-delay path: b[0] / out[0] / -3.81 / 44
## kinds of logic after synthesis
kind of cell,after synthesis,synth area share
AND-OR/OR-AND,95,0.2676
multiplexers,15,0.07394
other,1,0.001508
adder cells (fa/ha/maj),60,0.3199
buffers and inverters,41,0.06891
AND/OR/NAND/NOR,108,0.2294
XOR/XNOR,11,0.03874
## what timing repair did
action	4_1_cts	5_1_grt
resized	54	16
setup endpoints to repair	8	8
setup buffers	33	9
pin swaps	41	15
endpoints found under the hold margin	0	0
Power is estimated from default activity; no workload was simulated.
